### run.sh
#!/bin/bash
# OpenROAD 26Q1-2900-gdf79404cd8, Yosys 0.63+post, stock flow scripts
make -C /OpenROAD-flow-scripts/flow DESIGN_CONFIG=/design/flow/config.mk WORK_HOME=/design/flow/orfs finish
### config.mk
export PLATFORM = sky130hd
export DESIGN_NAME = instructionMemory
export DESIGN_NICKNAME = instructionMemory
export VERILOG_FILES = /design/flow/design.v
export SDC_FILE = /design/flow/constraint.sdc
export NUM_CORES = 4
export LEC_CHECK = 1
export CORE_AREA = 10 10 70 70
export DIE_AREA = 0 0 80 80
### constraint.sdc
current_design instructionMemory

set clk_period 2.1
set clk_io_pct 0.2

create_clock -name clk0 -period $clk_period

set non_clock_inputs [all_inputs -no_clocks]
set_input_delay [expr $clk_period * $clk_io_pct] -clock clk0 $non_clock_inputs
set_output_delay [expr $clk_period * $clk_io_pct] -clock clk0 [all_outputs]
### design.v
module instructionMemory #(parameter delay=0)(input[63:0] outpc,output[31:0] instruction);
	reg [31:0] memory [31:0];
	integer i;
	initial
	begin
		for (i=0; i<32; i=i+1) memory[i] = 32'b0;
		memory[0]=32'h8B1F03E5;
		memory[1]=32'hF84000A4;
		memory[2]=32'h8B040086;
		memory[3]=32'hF80010A6;
	end
	assign #delay instruction =  memory[outpc[6:2]];
endmodule
==> results.py <==
# Flow results
metrics = {
    "global_route": {
        "gr-total-overflow": 0,
        "grt_util_all_layers": 0.0252,
        "grt_pass1_wl_mm": 1.35,
        "antenna_found_initial": 0,
        "grt_use_met1": 0.0290,
        "grt-busiest-layer": "met2",
        "grt_max_degree": 7,
        "met3_usage": 0.00795,
        "use_met2": 0.0465,
        "grt_pass1_vias": 277,
    },
    "logic_synthesis": {
        "topCellsByArea": "buf_4 70%, nor4b_1 6.8%, and2_2 5.8%",
        "postSynthSeqShare": 0,
        "ys_cells": 35,
        "top_area_frac": 0.696,
        "ys_chip_area_sq_um": 259,
        "avgSynthCellArea_sq_um": 7.40,
        "synth.cell_area_sq_um": 259,
        "netlist-cell-type-count": 10,
        "largest_area_cell": "buf_4",
        "yosysWarnings": 1,
        "synth_cells": 35,
    },
    "setup_path": {
        "cp.arrival_ns": 1.60,
        "cp-start-kind": "input pin",
        "required_ns": 1.68,
        "worstPathMaxFanout": 6,
        "critical_path.cell_chain": "clkdlybuf4s15_2 -> nor2_2 -> nor4b_2 -> buf_4 -> clkdlybuf4s50_1",
        "critPathMaxStageDelay_ns": 0.46,
        "cp-end-kind": "output pin",
        "critPathKind": "in2out",
        "slowest_stage": "clkdlybuf4s50_1",
        "crit_buf_inv": 3,
        "cpLargestDelayFamily": "buffers and inverters",
    },
    "detailed_routing": {
        "viasPerCell": 2.50,
        "ant_nets": 0,
        "wirelength_um": 945,
        "vias": 260,
        "drc": 0,
        "routedWlPerCell_um": 9.09,
        "n_antenna_cell": 0,
        "first_pass_iters": 1,
        "drt_iter0_drc": 0,
    },
    "placed_design": {
        "place.gp.congestion": 0.739,
        "portBuffers": 27,
        "dpl.hpwl_um": 834,
        "place_inst": 101,
    },
    "flow_run": {
        "cap_violations": 0,
        "openroad.warnings": 91,
    },
    "cells_and_area": {
        "n_fill_cell": 390,
        "nClkBuffers": 0,
        "fin_util": 0.163,
        "layout-drive-gt1-share": 0.397,
        "seq_cells": 0,
        "instances_no_fill": 104,
        "area_growth_syn_to_layout_pct": 115,
        "comb_area_sq_um": 150,
        "seq_area_sq_um": 0,
    },
    "floorplan": {
        "core-area_sq_mm": 0.00342,
        "die_w_um": 80,
        "dieArea_sq_mm": 0.00640,
        "dieHeight_um": 80,
        "ios": 96,
        "core.rowCount": 21,
        "initCoreUtil": 0.0758,
    },
    "timing": {
        "grt_setup_unrepaired": "no",
        "min_period_ns": 2.02,
        "finalHoldViolations": 0,
        "timing.final.crit_share": 0.962,
        "fmax_mhz": 495,
        "setup_viol": 0,
        "final_max_slew_viol_count": 0,
    },
    "pwr": {
        "peakVddDrop_uv": 20.1,
        "p_per_area_mw_per_mm2": 98.7,
        "p_leak_uw": 0.000253,
        "p_total_uw": 55.1,
    },
    "status": {
        "run_status": "complete, no violations",
    },
    "hold_path": {
        "hold_class": "in2out",
    },
}
==> synth_stat cells <==
| cell | instances |
|---|---|
| a21boi_1 | 1 |
| and2_2 | 2 |
| and4b_2 | 1 |
| buf_4 | 24 |
| conb_1 | 1 |
| inv_1 | 1 |
| nor2_1 | 1 |
| nor3_2 | 1 |
| nor4_1 | 1 |
| nor4b_1 | 2 |
==> what timing repair did <==
item / CTS / global route
hold buffers: 0 / 0
pin swaps: 3 / 3
buffers inserted: 3 / 0
endpoints found under the setup margin: 22 / 15
resized: 24 / 5
==> cell families (layout without fill, tap and decap cells) <==
| family | after synthesis | count (layout) | share of synthesized area |
|---|---|---|---|
| buf+inv | 25 | 39 | 0.710 |
| simple gates | 8 | 8 | 0.246 |
| other cells | 1 | 10 | 0.0145 |
| compound gates | 1 | 1 | 0.0290 |
==> metrics by stage <==
| step | cell area, sq um | setup TNS [ns] | hold WS, ns | setup slack [ns] |
|---|---|---|---|---|
| finish | 558 | 0 | 1.37 | 0.0797 |
| global placement | 500 | -5.62 | 1.89 | -0.354 |
| floorplan | 293 | 0 | 0.854 | 0.271 |
| global route | 558 | 0 | 1.41 | 0.0137 |
| detailed placement | 500 | -5.42 | 1.90 | -0.314 |
| CTS | 558 | 0 | 1.51 | 0.0000950 |
==> final timing paths <==
| path | startpoint | endpoint | slack, ns | cells after the start |
|---|---|---|---|---|
| setup / recovery | outpc[5] | instruction[6] | 0.08 | 5 |
| hold / removal | outpc[4] | instruction[17] | 1.37 | 4 |
==> area by class of cell <==
class,count,area share
inverter,1,0.00673
multi-input combinational,19,0.269
tap,46,0.103
timing repair buffer,38,0.621
==> metal layers <==
layer | routed length [um] | vias to the layer above
met4 | 0 | 0
met3 | 146 | 0
met5 | 0 | -
li1 | - | 127
met2 | 442 | 21
met1 | 356 | 112
==> cell usage in the layout (no fill, tap or decap), types with 2 or more instances in the layout <==
| cell type | Yosys | layout |
|---|---|---|
| clkdlybuf4s50_1 | 0 | 16 |
| conb_1 | 1 | 10 |
| buf_4 | 24 | 8 |
| dlygate4sd2_1 | 0 | 7 |
| buf_6 | 0 | 3 |
| nor4b_2 | 0 | 2 |
| clkbuf_2 | 0 | 2 |
==> power by group <==
part | internal, uW | switching, uW
combinational | 35.9 | 19.1
sequential | 0 | 0
clock | 0 | 0
Power and IR drop assume default switching activity.
