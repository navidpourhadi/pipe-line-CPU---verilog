File: constraint.sdc
current_design registerBank32x64

set clk_period 11.1
set clk_io_pct 0.2

create_clock -name clk0 -period $clk_period [get_ports {clk}]

set non_clock_inputs [all_inputs -no_clocks]
set_input_delay [expr $clk_period * $clk_io_pct] -clock clk0 $non_clock_inputs
set_output_delay [expr $clk_period * $clk_io_pct] -clock clk0 [all_outputs]
File: config.mk
export PLATFORM = sky130hd
export DESIGN_NAME = registerBank32x64
export DESIGN_NICKNAME = registerBank32x64
export VERILOG_FILES = /design/flow/design.v
export SDC_FILE = /design/flow/constraint.sdc
export NUM_CORES = 4
export LEC_CHECK = 1
export CORE_UTILIZATION = 40
File: design.v
module registerBank32x64(input [4:0] a ,input [4:0] b ,input [4:0] c ,input w ,output [63:0] dataA ,output [63:0] dataB ,input [63:0] dataC ,input clk);
	reg [63:0] regbank [0:31];
	integer i;
	initial 
	begin
		for( i = 0; i < 32; i = i + 1)begin 
			regbank[i] = i;
		end
	end	
	assign dataA = regbank[a];
	assign dataB = regbank[b];
	always @(posedge clk) begin
		if (w==1) regbank[c] = dataC;
	end
endmodule
File: run.sh
#!/bin/bash
# OpenROAD 26Q1-2900-gdf79404cd8, Yosys 0.63+post, stock flow scripts
make -C /OpenROAD-flow-scripts/flow DESIGN_CONFIG=/design/flow/config.mk WORK_HOME=/design/flow/orfs finish
==> CHANGELOG.md <==
## Implementation

- Critical Path Source: a[0]
- Number of I/O pins: 209
- Hold Path Class: input pin to register
- Yosys warning count: 1
- Pre-Place Util: around two fifths
- Worst setup path class: input pin to output port
- Min-delay src: dataC[40]
- Slew @ Worst Pin: 0.936 ns
- CTS buffer count: 207
- And+or+nand+nor area frac: 0.880%
- Antenna Nets Post-Route: 0
- Mapped cell area: between 0.09 and 0.1 mm²
- Worst rel slew slack: ~38%
- MUX share of area: 29.4%
- Post-Syn Area per Cell: 21.8 µm²
- Post-DP HPWL: 166000 µm
- Share of post-route cells with drive strength above 1: 35.4%
- Hold Fails Final Rpt: 0
- Clock transition at path regs: 0.06 ns
- Die width: 487 µm
- Top non-seq family: multiplexers
- Core region area: 0.233 mm²
- Critical Path AT: between 5 and 6 ns
- Fmax: 125 MHz
- Drt first-iter violations: 3220
- Fin crit period: 8.00 ns
- Design Power: between 15 and 20 mW
- Overall routed net length: a little under 300000 µm
- Setup crit end kind: output port
- Initial antenna violation count: 12
- Row cnt: 177
- Asr flop ratio synth: 0%
- First-pass GRT wire length: 414000 µm
- Hold buffers post-CTS: 0
- Root Buffer: clkbuf_16
- Maximum clock insertion buffer count: 3
- Xor+xnor area frac: 0%
- Vias in the first global route: between 50000 and 60000
- Cells after synthesis: 4313
- Yosys reg bits: 2048
- Die H: between 400 and 500 µm
- Setup violations, final: 0
- Maximum vdd drop: 0.196 mV
- DR vias: around 50000
- H-tree depth: 4
- Largest net degree at the start of global routing: 91
- Crit path launch type: input pin
- RSZ-0062 raised after global routing: false
- Unique cell types: 38
- Post-CTS Resized: 0
- Cell Pwr Density: about 160 mW/mm²
- CTS tree: built
- Post-DP Area: 0.101 mm²
- Total GRT Usage: 27.5%
- Remaining Overflow, GRT: 0
- Final WS setup: 3.10 ns
- Crit path DRT: 8.88 ns
- Final Cell Area: 0.107 mm²
- Wire length per cell: 36.6 µm
- Setup WS pre-CTS: 3.05 ns
- IO buf count: 208
- Post-synth tally of flip-flops with integrated enable: 2048
- AO/OA Area Share: 2.44%
- Setup bufs post-CTS: 0
- Adder Area Share: 0%
- Synth-to-Final Area Change: 14.1%
- DRC Markers: 0
- First-pass iteration count of the detailed router: 5
- Sequential fraction of the synthesis area: 65.4%
- Vias/cell: ~6.2
- Post-synthesis chip area from yosys: 0.0941 mm²
- Tool warnings: 26
- Full die area: about 0.24 mm²
- Total clock sinks: 2048
- Ys cells: approximately 4300
- Max reg flops: 2048
- Worst-path fanout max: around 50
- Status: completed
- GPL Wtd Cong: 0.867
- Ys flop type: edfxtp_1
- Total Neg Setup Slack: 0 ns
- Tcrit/Tclk final: 72.1%
- Reported max-cap violation count: 0
- Slew Limit Fails: 0
- Leak: between 30 and 40 nW
## cell usage after synthesis (38+ instances only)
cell type  count  area (µm²)
a221oi_1      93         815
a32o_1        38         380
buf_1         41         154
buf_2        129         646
buf_4         75         563
clkbuf_1      92         345
edfxtp_1    2048       61500
mux2_2        56         631
mux2i_1      362        3620
mux4_2      1039       23400
nand2_1       87         327
nor2_1        46         173
o22ai_1       38         238
## through the flow
step | hold WS (ns) | std cells | utilization, %
after floorplan | 2.32 | 4313 | -
after global placement | 3.05 | 7574 | 43.3
after detailed placement | 3.05 | 7574 | 43.3
after CTS | 2.13 | 7948 | 46.0
after global routing | 2.17 | 7949 | 46.0
final | 2.19 | 7951 | 46.0
## kinds of logic (layout without fill, tap and decap cells)
logic type	Yosys count	after routing
and+or+nand+nor	184	184
buffers and inverters	348	851
AOI/OAI and AO/OA	276	276
other	0	3
muxes	1457	1457
DFF	2048	2048
## cell usage in the layout, fill, tap and decap left out, types with 5 or more instances in the layout
| master | netlist | final |
|---|---|---|
| edfxtp_1 | 2048 | 2048 |
| mux4_2 | 1039 | 1039 |
| mux2i_1 | 362 | 362 |
| buf_4 | 75 | 250 |
| clkbuf_16 | 0 | 210 |
| clkdlybuf4s50_1 | 0 | 198 |
| a221oi_1 | 93 | 93 |
| nand2_1 | 87 | 87 |
| mux2_2 | 56 | 56 |
| clkinv_1 | 1 | 49 |
| clkbuf_1 | 92 | 46 |
| a32o_1 | 38 | 38 |
| o22ai_1 | 38 | 38 |
| clkinv_2 | 0 | 38 |
| nor2_4 | 0 | 35 |
| a22o_1 | 33 | 33 |
| o21a_1 | 22 | 22 |
| buf_12 | 0 | 21 |
| a22oi_1 | 18 | 18 |
| bufinv_16 | 0 | 13 |
| nor2b_1 | 19 | 12 |
| nor2_1 | 46 | 11 |
| nor2b_4 | 0 | 6 |
| a211oi_1 | 6 | 6 |
| inv_6 | 0 | 6 |
| nand3b_1 | 5 | 5 |
| clkinvlp_4 | 0 | 5 |
| buf_8 | 0 | 5 |
## cell type report
| type | instances | area, µm² |
|---|---|---|
| fillers | 19000 | 126000 |
| flip-flops and latches | 2048 | 61500 |
| multi-input cells | 1917 | 31100 |
| clock buffers | 256 | 5430 |
| repair buffers | 476 | 4380 |
| well taps | 3132 | 3920 |
| clock inverters | 118 | 978 |
| inverters | 1 | 11.3 |
| diodes | 3 | 7.51 |
## power by group
group | switching [mW] | internal, mW | leakage, nW
Combinational | 0.815 | 0.698 | 12.2
Clock | 2.97 | 3.76 | 3.13
Sequential | 0.0369 | 8.61 | 18.4
## layer usage
| metal | global-route usage, % | vias up | routed length, µm |
|---|---|---|---|
| met5 | 1.29 | - | 321 |
| li1 | - | 19900 | - |
| met3 | 24.4 | 503 | 59000 |
| met1 | 30.6 | 25400 | 86300 |
| met2 | 39.6 | 3840 | 136000 |
| met4 | 6.71 | 18 | 9370 |
## final timing paths
kind	slack [ns]	to	cells past startpoint
hold / removal	2.19	regbank[4][40]$_DFFE_PP_	2
setup / recovery	3.10	dataA[8]	8
## critical path, stage by stage
cell and delay (ns):
buf_8 0.44, buf_4 0.66, buf_4 0.41, mux4_2 0.28, mux2_2 0.14, o22ai_1 0.09, a221oi_1 0.78, clkdlybuf4s50_1 0.63
Power figures rest on the tool's default switching activity, not on a simulated workload.
